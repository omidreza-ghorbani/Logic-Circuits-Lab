$ cat design/flow/run.sh
#!/bin/bash
# OpenROAD 26Q1-2900-gdf79404cd8, Yosys 0.63+post, stock flow scripts
make -C /OpenROAD-flow-scripts/flow DESIGN_CONFIG=/design/flow/config.mk WORK_HOME=/design/flow/orfs finish
$ cat design/flow/config.mk
export PLATFORM = sky130hd
export DESIGN_NAME = comparator_8bit_chain
export DESIGN_NICKNAME = comparator_8bit_chain
export VERILOG_FILES = /design/flow/design.v
export SDC_FILE = /design/flow/constraint.sdc
export NUM_CORES = 4
export LEC_CHECK = 1
export CORE_AREA = 10 10 70 70
export DIE_AREA = 0 0 80 80
$ cat design/flow/constraint.sdc
current_design comparator_8bit_chain

set clk_period 2.2
set clk_io_pct 0.2

create_clock -name clk0 -period $clk_period

set non_clock_inputs [all_inputs -no_clocks]
set_input_delay [expr $clk_period * $clk_io_pct] -clock clk0 $non_clock_inputs
set_output_delay [expr $clk_period * $clk_io_pct] -clock clk0 [all_outputs]
$ cat design/flow/design.v
module comparator_3bit_chain (
    input [2:0]A,
    input [2:0] B,
    input L_in,   
    input E_in,    
    input G_in,   
    output GT,      
    output EQ,     
    output LT      
);
    wire eq0=(A[0]==B[0]),
         eq1=(A[1]==B[1]),
         eq2=(A[2]==B[2]);
    wire gt2=A[2]& ~B[2],
         gt1=eq2 & A[1] & ~B[1],
         gt0=eq2 & eq1 & A[0] & ~B[0];
    wire lt2=B[2]&~A[2],
         lt1=eq2& B[1] & ~A[1],
         lt0=eq2 & eq1 & B[0] & ~A[0];
    wire local_EQ = eq0 & eq1 & eq2;
    wire local_GT = gt2 | gt1 | gt0;
    wire local_LT = lt2 | lt1 | lt0;
    assign GT = G_in |(E_in & local_GT);
    assign LT = L_in |(E_in & local_LT);
    assign EQ = E_in & local_EQ;
endmodule
module comparator_8bit_chain (
    input [7:0]A,
    input [7:0]B,
    output GT,
    output EQ,
    output LT
);
    wire [2:0] A_high = A[7:5];
    wire [2:0] B_high = B[7:5];
    wire [2:0] A_mid = A[4:2];
    wire [2:0] B_mid = B[4:2];
    wire [2:0] A_low = {1'b0, A[1:0]}; 
    wire [2:0] B_low = {1'b0, B[1:0]};
    wire L0 =1'b0;
    wire E0 = 1'b1;
    wire G0 = 1'b0;
    wire L1, E1, G1;  
    comparator_3bit_chain comp_high (
        .A (A_high),
        .B (B_high),
        .L_in (L0),
        .E_in(E0),
        .G_in (G0),
        .LT(L1),
        .EQ(E1),
        .GT(G1)
    );
    comparator_3bit_chain comp_mid (
        .A (A_mid),
        .B (B_mid),
        .L_in (L1),
        .E_in (E1),
        .G_in (G1),
        .LT (L2),
        .EQ (E2),
        .GT (G2)
    );
    comparator_3bit_chain comp_low (
        .A (A_low),
        .B (B_low),
        .L_in (L2),
        .E_in (E2),
        .G_in (G2),
        .LT (LT),
        .EQ (EQ),
        .GT (GT)
    );
endmodule
==> Changelog: implementation <==
### Implementation results

* Status: finished clean
* Fa+ha+maj area frac at 0.3852
* Final Max Tran Viols at 0
* Yosys simple share at 0.2172
* I/O pin count at 19
* Aoi share at 0.1762
* Final WL at 1077 um
* Final min period at 2.127 ns
* WP data required at 1.76 ns
* Flops at 0
* Initial antenna violation count at 0
* DIE AREA at 0.006400 mm^2
* Crit share post-route at 0.9667
* GR Overflow Total at 0
* Syn Area/Cell at 7.446 um^2
* Die width at 80 um
* Place WS at -0.6152 ns
* Cell Area, Synth at 305.3 um^2
* Layout cells sized above 1 at 0.5211
* Largest net degree at the start of global routing at 4
* CP endpoint: LT
* Syn-to-layout area delta at 134.8%
* Seq/Total Area, Yosys at 0
* Ys cells at 41
* 1st-iter DRT viols at 10
* Pwr dens at 174.2 mW/mm^2
* Clock buffers at 0
* Peak supply drop at 0.05757 mV
* Drt drc at 0
* Sequential Power Share at 0
* Final cell utilization of the core at 0.2099
* Floorplan utilization at 0.08938
* P_int at 0.07318 mW
* Post-DR wirelength/cell at 9.205 um
* Distinct lib cells at 17
* P_sw at 0.05169 mW
* Maxcap violations at 0
* OpenROAD warning count at 35
* ANT cells at 0
* Metal3 WL at 52 um
* DR WL met2 at 468 um
* First-pass GRT wire length at 1876 um
* Highest routed layer: met4
* Pwr Total at 0.1249 mW
* Final setup margin at 0.07331 ns
* Crit Path Category: in2out
* Syn Inst Count at 41
* Min-delay worst type: in2out
* Slew HR at 0.7649
* Met1 wire length at 534 um
* Worst slew pin tran at 0.3512 ns
* Yosys stat area at 305.3 um^2
* Die height at 80 um
* GRT Total Usage at 0.03464
* Vias in the first global route at 423
* Fill cell count at 385
* Main logic family: adder cells
* CP Launch Point: B[4]
* Worst-path maximum fanout at 3
* Arrival time at the worst endpoint at 1.69 ns
* Startpoint type of the worst setup path: primary input
* Reg area at 0 um^2
* Static Leak at 0.3369 nW
* DR vias/cell at 3.197
* Gp weighted congestion at 0.7113
* Yosys warning count at 3
* Sw Share at 0.4139
* Rows at 21
* Clk network pwr share at 0
* Total vias in the final route at 374
* Fin. Hold Viols at 0
* Area fraction in mux cells at 0
* Hpwl dp at 941.6 um
* Antenna Nets Post-Route at 0
* FMAX at 0.4702 GHz
* DR pass1 iterations at 2
* Final Setup Violations at 0
* Critical path capture point type: output port
* Core area at 0.003416 mm^2
* Port Buf Inserts at 19
* Comb pwr share at 1.000
* Yosys xor share at 0.08607
==> cells in the final DEF (no fill, tap or decap), types with 3 or more instances in the layout <==
master,instances
buf_4,11
nor2b_4,4
ha_1,3
buf_2,4
inv_1,8
ha_4,3
dlygate4sd2_1,9
inv_2,3
clkdlybuf4s15_1,4
==> cell type report <==
class,instances,area (um^2),area share
Inverter,11,41.29,0.05759
Multi-Input combinational cell,30,381.6,0.5323
Tap cell,46,57.56,0.08028
Timing Repair Buffer,30,236.5,0.3298
==> worst min-delay path by stage <==
| stage | start | end | slack [ns] | depth (start not counted) |
|---|---|---|---|---|
| after CTS | B[7] | LT | 1.43 | 5 |
| after global routing | B[7] | LT | 1.34 | 5 |
| final | B[7] | LT | 1.31 | 5 |
==> worst max-delay path, cell delays in order <==
cell	delay [ns]
dlygate4sd2_1	0.27
ha_4	0.27
nor4b_4	0.31
a221oi_2	0.13
o21ai_2	0.15
buf_2	0.11
==> synth_stat cells <==
library cell  number  area (um^2)
a21oi_1            2        10.01
a221oi_1           2        17.52
a31o_2             1        8.760
ha_1               6        75.07
inv_1             11        41.29
maj3_1             2        20.02
maj3_2             2        22.52
nand2_1            1        3.750
nand3_1            1        5.000
nor2_1             1        3.750
nor2b_1            4        25.02
nor4b_2            1        15.01
o21ai_1            2        10.01
o21bai_1           1        7.510
or4b_4             1        13.76
xnor2_1            1        8.760
xor2_1             2        17.52
==> per-layer routing <==
metal,track usage,up-vias
li1,-,197
met1,0.05079,164
met2,0.05217,11
met3,0.004545,2
met4,0.007042,0
met5,0,-
==> metrics by stage <==
stage / instances / cell area, um^2 / TNS [ns] / hold slack (ns)
floorplan: 41 / 305.3 / 0 / 1.005
global placement: 117 / 635.6 / -1.818 / 2.078
detailed placement: 117 / 635.6 / -1.825 / 2.078
CTS: 118 / 703.2 / 0 / 1.425
global route: 117 / 716.9 / -0.003869 / 1.338
finish: 117 / 716.9 / 0 / 1.305
==> timing repair <==
action / CTS / global route
setup buffers: 1 / 0
pin swaps: 9 / 3
gates resized: 46 / 11
setup endpoints to repair: 3 / 3
hold buffers: 0 / 0
endpoints found under the hold margin: 0 / 0
==> logic make-up after synthesis <==
family	count (synthesis)
buffers and inverters	11
adders and majority gates	10
and+or+nand+nor	9
AOI/OAI and AO/OA	8
xor gates and xnor gates	3
==> power groups by stage <==
stage / Combinational (mW) / Sequential, mW / Clock [mW]
after CTS: 0.123 / 0 / 0
after global routing: 0.139 / 0 / 0
final: 0.125 / 0 / 0
Power is estimated from default activity; no workload was simulated.
