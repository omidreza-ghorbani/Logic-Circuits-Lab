==> design.v <==
module Register_4bit (
    input clk,   
    input enable,     
    input [3:0] din,    
    output reg [3:0] dout 
);
always @(posedge clk) begin
    if (enable) begin
        dout <= din;    
    end
end
endmodule
module Odd_Register(
    input clk,
    input reset,
    input enable,
    input [3:0] data_in,
    output reg [3:0] data_out
);
always @(posedge clk or posedge reset) begin
    if (reset) begin
        data_out <= 4'b0000;
    end else if (enable) begin
        data_out <= data_in;
    end
end
endmodule
module Even_Register(
    input clk,
    input reset,
    input enable,
    input [3:0] data_in,
    output reg [3:0] data_out
);
always @(posedge clk or posedge reset) begin
    if (reset) begin
        data_out <= 4'b0000;
    end else if (enable) begin
        data_out <= data_in;
    end
end
endmodule
module System_Controller(
    input clk,
    input reset,
    input [3:0] pass_data,
    input confirm,
    input enable,
    output [3:0] reg_odd,
    output [3:0] reg_even,
    output [2:0] current_state
);
wire odd_reg_enable;
wire even_reg_enable;
wire pass_correct;
reg [3:0] data_to_store;
parameter IDLE     = 3'b000;
parameter ACTIVE   = 3'b001;
parameter REQUEST  = 3'b101;
parameter STORE    = 3'b110;
parameter ERROR    = 3'b111;
reg [2:0] state;
assign pass_correct = (pass_data == 4'b1101);
assign odd_reg_enable = (state == STORE) && data_to_store[0];
assign even_reg_enable = (state == STORE) && !data_to_store[0];
always @(posedge clk or posedge reset) begin
    if (reset) begin
        state <= IDLE;
        data_to_store <= 4'b0000;
    end else begin
        case (state)
            IDLE: begin
                if (enable) state <= ACTIVE;
            end
            ACTIVE: begin
                if (!enable) begin
                    state <= IDLE;
                end else if (confirm) begin
                    if (pass_correct) begin
                        state <= REQUEST;
                    end else begin
                        state <= ERROR;
                    end
                end
            end
            REQUEST: begin
                if (!enable) begin
                    state <= IDLE;
                end else if (confirm) begin
                    data_to_store <= pass_data;
                    state <= STORE;
                end
            end
            STORE: begin
                state <= IDLE;
            end
            ERROR: begin
                if (!enable) state <= IDLE;
            end
        endcase
    end
end
assign current_state = state;
Odd_Register odd_reg (
    .clk(clk),
    .reset(reset),
    .enable(odd_reg_enable),
    .data_in(data_to_store),
    .data_out(reg_odd)
);
Even_Register even_reg (
    .clk(clk),
    .reset(reset),
    .enable(even_reg_enable),
    .data_in(data_to_store),
    .data_out(reg_even)
);
endmodule
module DigitalSystem_Top(
    input clk,
    input reset,
    input [3:0] pass_data,
    input confirm,
    input enable,
    output [3:0] reg_odd,
    output [3:0] reg_even,
    output [2:0] current_state
);
System_Controller controller (
    .clk(clk),
    .reset(reset),
    .pass_data(pass_data),
    .confirm(confirm),
    .enable(enable),
    .reg_odd(reg_odd),
    .reg_even(reg_even),
    .current_state(current_state)
);
endmodule
==> run.sh <==
#!/bin/bash
# OpenROAD 26Q1-2900-gdf79404cd8, Yosys 0.63+post, stock flow scripts
make -C /OpenROAD-flow-scripts/flow DESIGN_CONFIG=/design/flow/config.mk WORK_HOME=/design/flow/orfs finish
==> config.mk <==
export PLATFORM = sky130hd
export DESIGN_NAME = DigitalSystem_Top
export DESIGN_NICKNAME = DigitalSystem_Top
export VERILOG_FILES = /design/flow/design.v
export SDC_FILE = /design/flow/constraint.sdc
export NUM_CORES = 4
export LEC_CHECK = 1
export CORE_AREA = 10 10 81 81
export DIE_AREA = 0 0 91 91
==> constraint.sdc <==
current_design DigitalSystem_Top

set clk_period 2.2
set clk_io_pct 0.2

create_clock -name clk0 -period $clk_period [get_ports {clk}]

set non_clock_inputs [all_inputs -no_clocks]
set_input_delay [expr $clk_period * $clk_io_pct] -clock clk0 $non_clock_inputs
set_output_delay [expr $clk_period * $clk_io_pct] -clock clk0 [all_outputs]
==> summary.txt <==
grt peak-use layer -> met2
Int Power -> 0.000418 W
num rows -> 25
Seq cells post-synth -> 15
Critical Path, Cell by Cell -> clkdlybuf4s50_1
post-route ant nets -> 0
WP data arrival -> 1300 ps
IO Port Bufs -> 18
antenna violations before repair -> 0
Iteration-0 DRC Markers -> 16
first-pass GRT wire length -> 2590 µm
family with the most delay on the worst path -> buffers and inverters
Max-Cap Viols -> 0
Period minus WS final -> 1740 ps
Final Non-Filler Cells -> 137
logic area -> 258 µm²
GR Util met1 -> 0.0494
chip height -> 91 µm
Crit Path Class -> reg2out
clk slew on worst S/H paths -> 60 ps
Worst Hold Class -> reg2reg
startpoint types -> register
Largest stage delay, worst path -> 540 ps
fin area -> 955 µm²
total wire length -> 1520 µm
core area -> 4820 µm²
Setup crit end kind -> primary output
final hold vios -> 0
final setup fails -> 0
setup TNS -> 0 ps
Post-synth ARST share -> 1.00
die footprint -> 8280 µm²
CTS sink count -> 15
clk latency late pin -> 240 ps
CP required -> 1760 ps
Psw -> 0.000109 W
Mapped Area -> 652 µm²
Post-synth area hogs -> dfrtp_1, mux2_2, mux2_4, a21oi_1, nand2_1
Worst Tran Pin Value -> 634 ps
cells resized by post-CTS repair -> 0
worst relative slew slack -> 0.574
# Cells Yosys -> 49
crit path max-delay cell type -> clkdlybuf4s50_1
Max Freq -> 0.576 GHz
share of the yosys chip area belonging to registers -> 0.576
Max VDD drop -> 0.352 mV
router iterations before antenna repair -> 4
vias post-DR -> 439
number of enable flip-flop cells -> 0
top cell type by total area after synthesis -> dfrtp_1
Max Transition Viols Final -> 0
top cell type's share of synthesized area -> 0.576
M3 GR Usage -> 0.0274
Power Dens Cells -> 551 nW/µm²
Distinct lib cells used -> 18
syn avg cell area -> 13.3 µm²
Seq pwr share -> 0.530
DRC -> 0
logic gate share of total power -> 0.054
Gate Count Post-Synth -> 49
clock tree buffer depth -> 2
stage-log warning count -> 25
fraction of layout cells with a size suffix above 1 -> 0.229
CTS tree -> done
Clock Power Share -> 0.416
Vias/cell -> 3.20
storage element area -> 375 µm²
area delta synth->final -> 46.4%
Clock H-tree levels -> 1
Lkg Pwr -> 0.433 nW
gpl congestion -> 0.758
status -> complete, no violations
total gr overflow -> 0
crit path max fanout -> 10
Pre-Place Util -> 0.135
skew final -> 0.795 ps
final worst path period share -> 0.789
WP buf/inv -> 1
cts hold-fix bufs -> 0
GRT met2 Usage -> 0.0567
I/O pins -> 19
Synth Warn # -> 3
Layout fillers -> 539
diode count -> 0
Num CTS Buffers -> 3
ys flop type -> dfrtp_1
Yosys Chip Area -> 652 µm²
largest net degree at the start of global routing -> 16
cell count after placement -> 133
dpl hpwl -> 1250 µm
GRT Util Overall -> 0.0391
vias in the first global route -> 494
Placed Instance Area -> 908 µm²
Root Driver -> clkbuf_8
WL/cell -> 11.1 µm
Post-CTS Repair Setup Buffers -> 0
net switching fraction of the power -> 0.206
Die X -> 91 µm
unrepaired setup endpoints after global routing -> false
==> worst paths after layout <==
path / to / from / slack, ps / depth (start not counted)
max in group asynchronous: controller.data_to_store[0] / reset / 1300 / 2
worst min-delay path: controller.odd_reg.data_out[0] / controller.odd_reg.data_out[0] / 470 / 1
worst max-delay path: current_state[2] / controller.state[2] / 460 / 1
worst max register to register: controller.even_reg.data_out[2] / controller.state[2] / 590 / 3
worst min register to register: controller.odd_reg.data_out[0] / controller.odd_reg.data_out[0] / 470 / 1
min in group asynchronous: controller.odd_reg.data_out[3] / reset / 540 / 2
==> per-stage QoR <==
| step | worst slack (ps) | total power, W | hold WS (ps) | utilization |
|---|---|---|---|---|
| 6_report | 463 | 0.000526 | 471 | 0.198 |
| 2_1_floorplan | 833 | 0.000292 | 341 | - |
| 3_3_place_gp | 292 | 0.000312 | 452 | 0.189 |
| 3_5_place_dp | 263 | 0.000313 | 460 | 0.189 |
| 5_1_grt | 412 | 0.000552 | 497 | 0.198 |
| 4_1_cts | 448 | 0.000534 | 478 | 0.198 |
==> cell families (layout without fill, tap and decap cells) <==
| kind of cell | count (synthesis) | after routing | share of synthesized area |
|---|---|---|---|
| flip-flops | 15 | 15 | 0.576 |
| multiplexers | 10 | 10 | 0.196 |
| AND-OR/OR-AND | 6 | 6 | 0.0614 |
| AND/OR/NAND/NOR | 14 | 14 | 0.138 |
| buffers and inverters | 4 | 25 | 0.0288 |
==> layout make-up <==
cell class	instances	area share
Timing Repair Buffer	18	0.189
Multi-Input combinational cell	30	0.270
Clock inverter	1	0.00524
Sequential cell	15	0.393
Inverter	3	0.0118
Clock buffer	3	0.0433
Tap cell	67	0.0878
==> layer usage <==
layer	part of all wire	wire, µm
met5	0	0
met3	0.13	195
met4	0	0
met1	0.46	700
met2	0.41	622
==> flip-flops by register name (all words and copies together), names as in the netlist <==
signal and count:
controller.data_to_store 4, controller.even_reg.data_out 4, controller.state 3, controller.odd_reg.data_out 4
==> power by group through the flow <==
stage | combinational (W) | clock [W] | sequential (W)
CTS | 0.0000293 | 0.000226 | 0.000279
global route | 0.0000324 | 0.000240 | 0.000279
finish | 0.0000283 | 0.000219 | 0.000279
==> Yosys cell counts (2+ instances only) <==
cell type	count
a21oi_1	3
inv_1	3
dfrtp_1	15
nand2b_1	2
nand2_1	4
mux2_2	6
mux2_4	4
nor2b_1	2
==> placed cells by master, fill, tap and decap left out <==
master	n
a41o_1	1
mux2_4	4
nor4bb_1	1
mux2_2	6
nor2b_1	2
nand4_1	1
o2bb2ai_1	1
inv_1	3
nand2b_4	1
a21oi_1	3
nand2_1	4
nor2_1	1
clkinv_2	1
or3_4	1
nand2b_1	2
o22ai_1	1
clkbuf_8	3
clkdlybuf4s50_1	18
dfrtp_1	15
nor3_1	1
Power figures rest on the tool's default switching activity, not on a simulated workload.
