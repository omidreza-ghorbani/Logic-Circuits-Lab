File: flow/run.sh
#!/bin/bash
# OpenROAD 26Q1-2900-gdf79404cd8, Yosys 0.63+post, stock flow scripts
make -C /OpenROAD-flow-scripts/flow DESIGN_CONFIG=/design/flow/config.mk WORK_HOME=/design/flow/orfs finish
File: flow/config.mk
export PLATFORM = sky130hd
export DESIGN_NAME = ALU
export DESIGN_NICKNAME = ALU
export VERILOG_FILES = /design/flow/design.v
export SDC_FILE = /design/flow/constraint.sdc
export NUM_CORES = 4
export LEC_CHECK = 1
export CORE_AREA = 10 10 70 70
export DIE_AREA = 0 0 80 80
File: flow/constraint.sdc
current_design ALU

set clk_period 1.0
set clk_io_pct 0.2

create_clock -name clk0 -period $clk_period

set non_clock_inputs [all_inputs -no_clocks]
set_input_delay [expr $clk_period * $clk_io_pct] -clock clk0 $non_clock_inputs
set_output_delay [expr $clk_period * $clk_io_pct] -clock clk0 [all_outputs]
File: flow/design.v
module MUX4to1 (
    input [3:0]w0, w1,w2, w3,
    input [1:0]sel,
    output reg [3:0]y
);
    always @(*) begin
        case (sel)
            2'b00:y=w0;
            2'b01:y=w1;
            2'b10:y=w2;
            2'b11:y= w3;
            default: y=4'b0000;
        endcase
    end
endmodule
module LogicUnit (
    input [1:0]A, B,
    output [3:0]w0, 
    output [3:0]w1
);
    assign w0={2'b00,~A};        
    assign w1={2'b00,~(A&B)}; 
endmodule
module ArithmeticUnit (
    input [1:0]A,B,
    output [3:0]w2, 
    output [3:0]w3
);
    assign w2={2'b00,A+B};      
    assign w3={2'b00, A*B};    
endmodule
module ALU (
    input [1:0]sel,
    input [1:0]A,B,
    output [3:0]Y
);
    wire [3:0] w0, w1,w2, w3;
    LogicUnit logic_unit (
        .A(A),.B(B),
        .w0(w0),
        .w1(w1)
    );
    ArithmeticUnit arithmetic_unit (
        .A(A),.B(B),
        .w2(w2),
        .w3(w3)
    );
    MUX4to1 mux (
        .w0(w0),.w1(w1),.w2(w2), .w3(w3),
        .sel(sel),
        .y(Y)
    );
endmodule
==> datasheet_impl.txt <==
Table: implementation figures

Parameter                              Value

Logic synthesis
  Sequential fraction of the synthesis area    0%
  Leading post-synthesis cells by cell area    ha_1 20%, mux4_2 18%, mux2i_1 16%, xor2_1 14%, buf_4 12%
  Number of instances in the synthesized netlist    16
  Average cell area after synthesis    7.98 um2
  Yosys Instances    16
  Post-Syn Area    128 um2
  Area of the synthesized netlist per yosys stat    128 um2
  Leading area contributor after synthesis    ha_1
  Area leader share    19.6%
  Number of warnings printed during yosys synthesis    1
  Distinct lib cells used    10

Global routing
  Maximum number of pins on one net before global-route repair    4
  Global-route usage over all layers    1.25%
  First-pass GRT wire length    648 um
  Number of antenna violations at the first check in global routing    0
  Total gr overflow    0
  Vias in the first global route    129

Clock network
  Hold-fix buffers, CTS    0

Pwr
  Overall power after layout    89.0 uW
  PwrDens    318 nW/um2
  Static power due to leakage    0.110 nW
  Worst vdd rail ir drop    37.5 uV

Worst setup path
  Type of the worst setup path    in2out
  Element type at the critical path end    primary output
  Data required time at the worst endpoint    800 ps
  Largest fanout of any net on the critical path    2
  Worst Setup Start Kind    input pin
  Worst Path Arrival    1220 ps

Timing
  Hold Violations, Final    0
  RSZ-0062 raised after global routing    true
  Final setup viols    2
  Worst Setup Slack, final    -420 ps
  Highest attainable clock frequency    0.704 GHz
  Share of the cycle needed by the critical path after routing    142%
  Final Slew Violations    0
  Post-Route Setup TNS    -613 ps
  Final worst path period need    1420 ps

Detailed routing
  Wirelength per Cell    5.74 um
  Vias after detailed routing    124
  Final wirelength    402 um
  Number of remaining DRC errors    0
  DRT iter0 DRCs    7
  Number of antenna diodes    0
  Antenna Nets Post-Route    0
  First-pass detailed-route iteration total    2
  Routed via count divided by cell count    1.77

Final layout
  Relative area change from synthesis to final layout    120%
  Post-route standard cell area excluding fillers    280 um2
  Seq. cell area    0 um2
  Clock buf count    0
  Flops    0
  Proportion of layout cells with a drive suffix above 1    41.7%
  Layout filler cell count    405
  Combinational cell area excluding buffers and inverters    134 um2

Status
  Violated checks    negative setup slack
  Result of the run    finished with violations

Die
  Die span in y    80 um
  Number of primary I/O pins    10
  Horiz. Die Dim    80 um
  Row cnt    21
  Area of the chip    6400 um2
  Floorplan Core Area    3420 um2
  Fp_density    3.74%

Place
  Final weighted congestion in routability-driven placement    0.741
  Placed inst area    269 um2
  Final HPWL from detailed placement    381 um
  Pre-CTS setup slack    -1190 ps
  Port buffer count    8

Worst hold path
  Worst min-delay path category    in2out
  Worst Hold Depth    5

Flow run
  Max-capacitance violation count    0
  Tool Warnings    35
-- placed cells by master, fill, tap and decap left out, types with 2 or more instances in the layout --
| cell | instances |
|---|---|
| buf_6 | 2 |
| buf_2 | 2 |
| ha_4 | 2 |
| mux2i_1 | 2 |
| xor2_1 | 2 |
| buf_4 | 2 |
| conb_1 | 2 |
| nand2_1 | 2 |
| inv_1 | 2 |
-- path summary, 6_finish.rpt --
| kind | start | endpoint | slack (ps) |
|---|---|---|---|
| worst max-delay path | B[1] | Y[1] | -420 |
| worst min-delay path | A[0] | Y[0] | 780 |
-- critical path, stage by stage --
cell and delay, ps:
buf_8 100, ha_4 220, xor2_1 130, mux4_2 440
buf_2 120
-- metal layers --
| metal | vias to the layer above | routed length [um] | global-route usage [%] |
|---|---|---|---|
| li1 | 65 | - | - |
| met1 | 53 | 148 | 1.32 |
| met2 | 6 | 173 | 2.01 |
| met3 | 0 | 80 | 1.02 |
| met4 | 0 | 0 | 0 |
| met5 | - | 0 | 0 |
-- area by class of cell --
cell class,instances,share of cell area (%)
tap,46,20.5
multi-input combinational,13,47.8
timing repair buffer,9,29.0
inverter,2,2.68
-- metrics by stage --
step,cells,utilization [%],hold slack (ps)
3_5_place_dp,69,7.88,1440
6_report,70,8.21,782
3_3_place_gp,69,7.88,1450
4_1_cts,70,8.21,808
5_1_grt,70,8.21,848
2_1_floorplan,17,-,423
-- report_power, final --
group,total [mW],internal [mW],switching [mW]
clock,0,0,0
sequential,0,0,0
combinational,0.0890,0.0578,0.0312
total,0.0890,0.0578,0.0312
-- kinds of logic after synthesis --
group	after synthesis	share of synthesized area, %
mux	3	33.3
simple gates	3	8.82
xor+xnor	2	13.7
compound gates	1	3.92
other cells	1	2.94
buf+inv	4	17.6
fa+ha+maj	2	19.6
-- what timing repair did --
item	in CTS	in global routing
endpoints found under the setup margin	2	2
pin swaps	3	2
gates resized	33	0
gates cloned	0	0
setup buffers	1	0
Power and IR drop assume default switching activity.
